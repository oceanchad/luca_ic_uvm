## flow/config.mk

```make
export PLATFORM = sky130hd
export DESIGN_NAME = UpDownCounter
export DESIGN_NICKNAME = UpDownCounter
export VERILOG_FILES = /design/flow/design.v
export SDC_FILE = /design/flow/constraint.sdc
export NUM_CORES = 4
export LEC_CHECK = 1
export CORE_AREA = 10 10 70 70
export DIE_AREA = 0 0 80 80
```

## flow/constraint.sdc

```tcl
current_design UpDownCounter

set clk_period 3.5
set clk_io_pct 0.2

create_clock -name clk0 -period $clk_period [get_ports {clock}]

set non_clock_inputs [all_inputs -no_clocks]
set_input_delay [expr $clk_period * $clk_io_pct] -clock clk0 $non_clock_inputs
set_output_delay [expr $clk_period * $clk_io_pct] -clock clk0 [all_outputs]
```

## flow/design.v

```verilog
module UpDownCounter(
    input clock,
    input areset,
    output reg [7:0] data
);
    reg direction;
    always@(posedge clock or negedge areset) begin
        if (!areset) begin
            data <= 8'd0;
            direction <= 1;
        end else if (direction) begin
            if (data == 8'd32)
                direction <= 0;
            else
                data <= data + 1;
        end else begin
            if (data == 8'd0)
                direction <= 1;
            else
                data <= data - 1;
        end
    end
endmodule
```

## flow/run.sh

```bash
#!/bin/bash
# OpenROAD 26Q1-2900-gdf79404cd8, Yosys 0.63+post, stock flow scripts
make -C /OpenROAD-flow-scripts/flow DESIGN_CONFIG=/design/flow/config.mk WORK_HOME=/design/flow/orfs finish
```

==> results.sh <==
# physical design summary
export IMPL_outcome="finished clean"
export IMPL_initCoreUtil_pct=18.5
export IMPL_number_of_register_bits_inferred_by_synthesis=9
export IMPL_grt_first_pass_wirelength_mm=2.33
export IMPL_cts_max_level=1
export IMPL_area_fraction_in_full_adders_half_adders_and_majority_gates_pct=15.1
export IMPL_die_area_mm2=0.00640
export IMPL_yosys_area_share_aoi_pct=20.8
export IMPL_commonest_cells_in_the_netlist="dfrtp_1 (8), a21oi_1 (6), ha_1 (6)"
export IMPL_clock_sink_count=9
export IMPL_actual_slew_at_the_worst_max_slew_pin_ns=0.393
export IMPL_yosys_area_top_type_share_pct=31.7
export IMPL_synth_cells=64
export IMPL_mappedNetlistArea_um2=631
export IMPL_synth_area_mux_share_pct=0
export IMPL_worst_slew_margin_pct=73.5
export IMPL_antenna_left=0
export IMPL_path_class="register to register"
export IMPL_required_ns=3.69
export IMPL_drive_gt1_share_pct=10.7
export IMPL_timing_hold_worst_start="direction$_DFF_PN1_"
export IMPL_post_cts_resize_count=0
export IMPL_cts_made_buffers=3
export IMPL_synth_async_sr_flop_share_pct=100
export IMPL_cp_start_kind="register"
export IMPL_netlist_logic_family_top="AND-OR/OR-AND gates"
export IMPL_yosys_area_um2=631
export IMPL_synth_area_leader_cell="dfrtp_1"
export IMPL_initialDrtViolationCount=38
export IMPL_ys_cells=64
export IMPL_clock_latency_ns=0.25
export IMPL_fin_worst_skew_ns=0.00112
export IMPL_worst_setup_path_end_kind="register"
export IMPL_place_port_buffers=9
export IMPL_cts_buffer_depth=2
export IMPL_grtUsageMet1_pct=6.22
export IMPL_grt_util_all_layers_pct=4.28
export IMPL_routed_via_count=536
export IMPL_hold_class="register to register"
export IMPL_worst_ir_drop_vdd_v=0.0000559
export IMPL_arrival_ns=2.31
export IMPL_fp_dieH_um=80
export IMPL_global_route_usage_met3_pct=0.341
export IMPL_power_density_mw_per_mm2=230
export IMPL_grt_busiest_layer="met2"
export IMPL_setup_violations=0
export IMPL_antenna_diode_count=0
export IMPL_synthMostInstantiatedCell="dfrtp_1"
export IMPL_layout_filler_cells=377
export IMPL_clk_pin_slew_ns=0.06
export IMPL_power_total_uw=184
export IMPL_clock_tree_from_tritoncts="done"
export IMPL_count_of_distinct_cell_types_in_the_synthesized_netlist=31
export IMPL_whs_endpoint="direction$_DFF_PN1_"
export IMPL_setup_tns_final_ns=0
export IMPL_maxSlewViolCount=0
export IMPL_ff2ff_path_depth=7
export IMPL_post_drt_via_cell_ratio=4.43
export IMPL_ys_dominant_reg_cell="dfrtp_1"
export IMPL_groute_layer_met2_usage_pct=6.42
export IMPL_grt_overflow_total=0
export IMPL_hold_path_cell_count=2
export IMPL_cts_setup_buffers=0
export IMPL_fmax_mhz=472
export IMPL_die_width_um=80
export IMPL_dr_pass1_iters=4
export IMPL_ys_warnings_count=1
export IMPL_place_hpwl_mm=1.11
export IMPL_maxCapViolCount=0
export IMPL_regToRegEndpoint="data[5]$_DFFE_PN0P_"
export IMPL_finalWorstPathRequiredPeriod_ns=2.12
export IMPL_synth_edff_count=0
export IMPL_finalHoldViolations=0
export IMPL_mi_logic_area_um2=393
export IMPL_rrSetupSlack_ns=1.38
export IMPL_power_leakage_uw=0.000319
export IMPL_grt_pass1_vias=511
export IMPL_ys_top_cells_by_area="dfrtp_1 (32%), ha_1 (12%), a21oi_1 (4.8%)"
export IMPL_synthXorXnorAreaFrac_pct=6.94
export IMPL_synth_cellmix_simpleShare_pct=19.4
export IMPL_finalCritPeriodShare_pct=60.6
export IMPL_post_synth_cell_area_avg_um2=9.85
export IMPL_post_synthesis_sequential_area_ratio_pct=35.9
export IMPL_master_cell_of_the_clock_root_buffer="clkbuf_4"
export IMPL_design_portCount=10
export IMPL_grt_max_degree=10
export IMPL_gpl_final_weighted_congestion=0.883
export IMPL_setup_repair_after_global_routing_missed_its_margin="no"
export IMPL_warnings=25
export IMPL_core_outline_area_mm2=0.00342
export IMPL_critPathMaxFanout=7
export IMPL_wl_per_cell_um=11.5
export IMPL_cts_hold_fix_buffers=0
export IMPL_area_sequential_um2=226
export IMPL_fp_row_count=21
export IMPL_drc=0
export IMPL_antenna_found_initial=0
export IMPL_wl_mm=1.39
export IMPL_worst_r2r_startpoint="direction$_DFF_PN1_"
export IMPL_layout_area_overhead_vs_synth_pct=26.4
-- routing by layer --
metal / share of wire, % / vias up
li1: - / 266
met1: 47 / 252
met2: 46 / 16
met3: 5.0 / 2
met4: 2.1 / 0
met5: 0 / -
-- cell type report --
class	instances	share of cell area [%]
well taps	46	7.22
multi-input cells	52	49.3
clock buffers	4	3.30
repair buffers	9	11.3
flip-flops and latches	9	28.4
inverters	1	0.471
-- worst max-delay path, cell delays in order, from the launching register on --
cell,delay [ns]
dfstp_2,0.59
inv_1,0.16
ha_1,0.30
a21o_1,0.17
a21o_1,0.22
a211o_1,0.30
a32oi_1,0.19
o21a_1,0.14
-- state kept, by name, summed over array words and instances (netlist names) --
register	cells
data	8
direction	1
-- per-stage QoR --
step / worst slack, ns / hold WS [ns] / instances / instance area (um2) / utilization [%]
final: 1.38 / 0.553 / 121 / 797 / 23.3
after CTS: 1.38 / 0.552 / 121 / 797 / 23.3
after global routing: 1.19 / 0.581 / 121 / 797 / 23.3
after global placement: 1.41 / 0.516 / 117 / 771 / 22.6
after detailed placement: 1.40 / 0.517 / 117 / 771 / 22.6
after floorplan: 1.34 / 0.404 / 64 / 631 / -
-- report_power, final --
part,total [uW],internal [uW],switching [uW]
logic,2.90,0.986,1.91
registers,104,104,0
clock network,76.7,43.7,33.0
total,184,149,34.9
-- cell usage in the layout, fill, tap and decap left out, drive strengths merged --
cell type	netlist	final
nor4	1	1
dfrtp	8	8
xor2	3	3
nor2	6	6
o21a	1	1
clkdlybuf4s50	0	9
a32oi	1	1
a211oi	2	2
o21bai	1	1
nor3b	1	1
nand2b	1	1
nor3	1	1
dfstp	1	1
ha	6	6
a211o	1	1
clkbuf	2	4
nand3	2	2
o21ai	2	2
or4	2	2
a31o	1	1
inv	1	1
nand4b	1	1
xnor2	2	2
nand2	2	2
and3	1	1
nor2b	1	1
fa	1	1
a21o	3	3
o22ai	2	2
nand4	1	1
a21oi	6	6
-- kinds of logic after synthesis --
family,count (synthesis)
AOI/OAI and AO/OA,20
xor gates and xnor gates,5
adders and majority gates,7
buffers and inverters,3
DFF,9
and+or+nand+nor,20
-- how the worst max path moves through the flow --
stage                    from             endpoint  slack (ns)  cells after the start
5_1_grt   direction$_DFF_PN1_  data[6]$_DFFE_PN0P_        1.19                      7
4_1_cts   direction$_DFF_PN1_  data[5]$_DFFE_PN0P_        1.38                      7
6_report  direction$_DFF_PN1_  data[5]$_DFFE_PN0P_        1.38                      7
