### run.sh
#!/bin/bash
# OpenROAD 26Q1-2900-gdf79404cd8, Yosys 0.63+post, stock flow scripts
make -C /OpenROAD-flow-scripts/flow DESIGN_CONFIG=/design/flow/config.mk WORK_HOME=/design/flow/orfs finish
### config.mk
export PLATFORM = sky130hd
export DESIGN_NAME = MulAddTree
export DESIGN_NICKNAME = MulAddTree
export VERILOG_FILES = /design/flow/design.v
export SDC_FILE = /design/flow/constraint.sdc
export NUM_CORES = 4
export LEC_CHECK = 1
export CORE_AREA = 10 10 72 72
export DIE_AREA = 0 0 82 82
### constraint.sdc
current_design MulAddTree

set clk_period 2.7
set clk_io_pct 0.2

create_clock -name clk0 -period $clk_period

set non_clock_inputs [all_inputs -no_clocks]
set_input_delay [expr $clk_period * $clk_io_pct] -clock clk0 $non_clock_inputs
set_output_delay [expr $clk_period * $clk_io_pct] -clock clk0 [all_outputs]
### design.v
module MulAddTree(
    input [3:0] mul_a, mul_b,
    output [7:0] mul_out
);
    wire [7:0] stored0, stored1, stored2, stored3;
    wire [7:0] add01, add23;
    assign stored3 = mul_b[3] ? {1'b0, mul_a, 3'b0} : 8'b0;
    assign stored2 = mul_b[2] ? {2'b0, mul_a, 2'b0} : 8'b0;
    assign stored1 = mul_b[1] ? {3'b0, mul_a, 1'b0} : 8'b0;
    assign stored0 = mul_b[0] ? {4'b0, mul_a} : 8'b0;
    assign add01 = stored1 + stored0;
    assign add23 = stored3 + stored2;
    assign mul_out = add01 + add23;
endmodule
==> qor.yml <==
die_x_um: 82
yosys.cell_types.count: 10
globalplace.congestion: 0.755
cp_cell_sequence: "buf_8 > and2_4 > fa_1 > inv_1 > fa_1 > inv_2 > ha_4 > fa_2 > a21o_1 > a21oi_2 > xnor2_1 > buf_2"
numPlacedInstances: 112
internal-power_w: 0.0000827
syn_area_um2: 385
ys_cells: 42
hold_depth: 5
grt_max_degree: 5
ys_sh_adder: 0.584
antenna_found_initial: 0
crit_path_end_kind: "primary output"
regArea_um2: 0
chipArea_mm2: 0.00672
synth_seq_share: 0
vias: 354
min_period_ns: 3.49
comb_power_share: 1.000
layout-drive-gt1-share: 0.439
finalCritPeriodShare: 1.29
critPathTopFamily: "adder cells"
synth_warnings: 0
place_hpwl_um: 837
tightest_slew_ns: 0.131
violations: "setup timing"
timing.hold.ws_ns: 1.66
crit_required_ns: 2.16
drt-initial-drc-count: 8
slew_viol_final: 0
antennaDiodeCount: 0
path_buffers: 4
max_freq_mhz: 287
yosysTopAreaCell: "ha_1"
ir_worst_vdd_v: 0.0000502
xor_share: 0.0682
crit_arrival_ns: 2.95
grt_pass1_wl_um: 1680
cp-start-kind: "input pin"
slowest_delay_ns: 0.53
die_h_um: 82
drc: 0
cap_viol_max_count: 0
hold_start: "mul_a[3]"
avgRoutedWirePerCell_um: 8.76
fin_ws_ns: -0.789
fp-utilization: 0.104
rsz0062_at_grt: "true"
cp_common_cell: "fa_1"
path_depth: 12
finalPower_w: 0.000134
final_area_um2: 681
ys_area_um2: 385
pin_count: 16
switchingPower_w: 0.0000515
io_buffers: 16
grt.total_usage: 0.0306
wirelength_um: 999
pwr-share-seq: 0
fin_cells: 114
clkbuf_count: 0
core-area_mm2: 0.00369
mux_share: 0
tool_warnings: 35
placed_area_um2: 662
synth_top_cell_by_count: "and2_1"
common_cells: "and2_1 (12), ha_1 (10), fa_1 (5)"
first_pass_iters: 4
synth_cells: 42
p_leak_nw: 0.361
status: "complete, but fails checks"
slew_headroom: 0.912
top_cells_by_area: "ha_1 (32%), fa_1 (26%), and2_1 (19%)"
grt_pass1_vias: 347
critPathSlowestCell: "fa_1"
rows: 22
simple_gate_area_frac: 0.234
hold-path-endpoint: "mul_out[7]"
logic_family: "adder cells"
critPathKind: "in2out"
ant_nets: 0
finalHoldViolCount: 0
setup_violations: 5
clockPowerShare: 0
hold_class: "in2out"
synthAoiAreaFrac: 0.0747
syn_avg_cell_area_um2: 9.18
area_delta_synth_final_pct: 76.6
crit_fanout: 2
swShare: 0.384
gr-total-overflow: 0
netlist.area_leader.share: 0.325
ff_count: 0
p_per_area_mw_per_mm2: 197
fin_util: 0.185
via_per_inst: 3.11
[power groups by stage]
stage	combinational (W)	sequential, W	clock, W
final	0.000134	0	0
after global routing	0.000154	0	0
after CTS	0.000134	0	0
[cells in the final DEF (no fill, tap or decap)]
| cell | netlist | final |
|---|---|---|
| and2_1 | 12 | 9 |
| buf_2 | 0 | 7 |
| inv_2 | 0 | 1 |
| inv_1 | 4 | 3 |
| nand2_1 | 4 | 4 |
| a21oi_2 | 1 | 2 |
| buf_6 | 0 | 3 |
| fa_2 | 0 | 2 |
| clkdlybuf4s50_1 | 0 | 2 |
| xor2_1 | 1 | 1 |
| fa_1 | 5 | 3 |
| ha_4 | 0 | 2 |
| and2_4 | 0 | 3 |
| ha_1 | 10 | 8 |
| a21o_1 | 2 | 2 |
| dlymetal6s2s_1 | 0 | 1 |
| xnor2_1 | 2 | 2 |
| dlygate4sd2_1 | 0 | 2 |
| buf_4 | 0 | 8 |
| buf_8 | 0 | 1 |
[logic make-up after synthesis]
| family | Yosys count |
|---|---|
| fa+ha+maj | 15 |
| xor+xnor | 3 |
| simple gates | 16 |
| compound gates | 4 |
| buf+inv | 4 |
[what timing repair did]
| action | 4_1_cts | 5_1_grt |
|---|---|---|
| endpoints found under the setup margin | 6 | 6 |
| setup buffers | 2 | 0 |
| hold buffers | 0 | 0 |
| pin swaps | 13 | 9 |
| resized | 53 | 2 |
[worst max-delay path by stage]
| stage | startpoint | to | slack [ns] |
|---|---|---|---|
| after CTS | mul_b[1] | mul_out[7] | -0.84 |
| after global routing | mul_b[1] | mul_out[7] | -0.87 |
| final | mul_b[1] | mul_out[7] | -0.79 |
[metal layers]
layer / routed length, µm / share of wire / track usage
met1: 531 / 0.53 / 0.0508
met2: 274 / 0.27 / 0.0321
met3: 193 / 0.19 / 0.0187
met4: 0 / 0 / 0
met5: 0 / 0 / 0
[worst min-delay path, cell delays in order]
cell and delay, ns:
buf_2 0.11, and2_1 0.12, ha_1 0.16, xnor2_1 0.07, buf_2 0.11
[area by class of cell]
class	instances	area, µm²
fill	426	3010
multi-input combinational	38	412
timing repair buffer	24	194
tap	48	60.1
inverter	4	15.0
[through the flow]
step | setup slack [ns] | TNS [ns]
2_1_floorplan | -0.499 | -1.15
3_3_place_gp | -1.59 | -6.78
3_5_place_dp | -1.59 | -6.80
4_1_cts | -0.844 | -2.72
5_1_grt | -0.873 | -2.82
6_report | -0.789 | -2.52
Power and IR drop assume default switching activity.
